File: /design/flow/run.sh
#!/bin/bash
# OpenROAD 26Q1-2900-gdf79404cd8, Yosys 0.63+post, stock flow scripts
make -C /OpenROAD-flow-scripts/flow DESIGN_CONFIG=/design/flow/config.mk WORK_HOME=/design/flow/orfs finish
File: /design/flow/config.mk
export PLATFORM = sky130hd
export DESIGN_NAME = axi4lite_led_controller
export DESIGN_NICKNAME = axi4lite_led_controller
export VERILOG_FILES = /design/flow/design.v
export SDC_FILE = /design/flow/constraint.sdc
export NUM_CORES = 4
export LEC_CHECK = 1
export CORE_UTILIZATION = 40
File: /design/flow/constraint.sdc
current_design axi4lite_led_controller

set clk_period 7.2
set clk_io_pct 0.2

create_clock -name clk0 -period $clk_period [get_ports {s_axi_aclk}]

set non_clock_inputs [all_inputs -no_clocks]
set_input_delay [expr $clk_period * $clk_io_pct] -clock clk0 $non_clock_inputs
set_output_delay [expr $clk_period * $clk_io_pct] -clock clk0 [all_outputs]
File: /design/flow/design.v
`timescale 1ns / 1ps
module axi4lite_led_controller #(
    parameter integer DATA_WIDTH = 32,
    parameter integer ADDR_WIDTH = 32,
    parameter integer LED_WIDTH  = 8
)(
    input  wire                         s_axi_aclk,
    input  wire                         s_axi_aresetn,
    input  wire [ADDR_WIDTH-1:0]        s_axi_awaddr,
    input  wire                         s_axi_awvalid,
    output reg                          s_axi_awready,
    input  wire [DATA_WIDTH-1:0]        s_axi_wdata,
    input  wire [(DATA_WIDTH/8)-1:0]    s_axi_wstrb,
    input  wire                         s_axi_wvalid,
    output reg                          s_axi_wready,
    output reg [1:0]                    s_axi_bresp,
    output reg                          s_axi_bvalid,
    input  wire                         s_axi_bready,
    input  wire [ADDR_WIDTH-1:0]        s_axi_araddr,
    input  wire                         s_axi_arvalid,
    output reg                          s_axi_arready,
    output reg [DATA_WIDTH-1:0]         s_axi_rdata,
    output reg [1:0]                    s_axi_rresp,
    output reg                          s_axi_rvalid,
    input  wire                         s_axi_rready,
    output reg [LED_WIDTH-1:0]          leds
);
    localparam ADDR_LED = 8'h00;
    wire [7:0] awaddr_b = s_axi_awaddr[7:0];
    wire [7:0] araddr_b = s_axi_araddr[7:0];
    reg [DATA_WIDTH-1:0] reg_led;
    wire aw_w_handshake = (s_axi_awvalid && s_axi_wvalid && !s_axi_bvalid);
    always @(posedge s_axi_aclk) begin
        if (!s_axi_aresetn)
            s_axi_awready <= 1'b0;
        else
            s_axi_awready <= (aw_w_handshake & ~s_axi_awready);
    end
    always @(posedge s_axi_aclk) begin
        if (!s_axi_aresetn)
            s_axi_wready <= 1'b0;
        else
            s_axi_wready <= (aw_w_handshake & ~s_axi_wready);
    end
    always @(posedge s_axi_aclk) begin
        if (!s_axi_aresetn)
            reg_led <= {DATA_WIDTH{1'b0}};
        else if (s_axi_awready && s_axi_wready) begin
            integer i;
            if (awaddr_b == ADDR_LED) begin
                for (i = 0; i < (DATA_WIDTH/8); i = i + 1)
                    if (s_axi_wstrb[i])
                        reg_led[i*8 +: 8] <= s_axi_wdata[i*8 +: 8];
            end
        end
    end
    always @(posedge s_axi_aclk) begin
        if (!s_axi_aresetn)
            leds <= {LED_WIDTH{1'b0}};
        else
            leds <= reg_led[LED_WIDTH-1:0];
    end
    always @(posedge s_axi_aclk) begin
        if (!s_axi_aresetn)
            s_axi_bvalid <= 1'b0;
        else if (s_axi_awready && s_axi_wready)
            s_axi_bvalid <= 1'b1;
        else if (s_axi_bready)
            s_axi_bvalid <= 1'b0;
    end
    always @(posedge s_axi_aclk) begin
        if (!s_axi_aresetn)
            s_axi_bresp <= 2'b00;
        else if (s_axi_awready && s_axi_wready)
            s_axi_bresp <= 2'b00;   
    end
    always @(posedge s_axi_aclk) begin
        if (!s_axi_aresetn)
            s_axi_arready <= 1'b0;
        else
            s_axi_arready <= (s_axi_arvalid && !s_axi_rvalid);
    end
    always @(posedge s_axi_aclk) begin
        if (!s_axi_aresetn)
            s_axi_rvalid <= 1'b0;
        else if (s_axi_arready && s_axi_arvalid)
            s_axi_rvalid <= 1'b1;
        else if (s_axi_rready)
            s_axi_rvalid <= 1'b0;
    end
    always @(posedge s_axi_aclk) begin
        if (!s_axi_aresetn)
            s_axi_rdata <= {DATA_WIDTH{1'b0}};
        else if (s_axi_arready && s_axi_arvalid) begin
            case (araddr_b)
                ADDR_LED: s_axi_rdata <= reg_led;
                default : s_axi_rdata <= {DATA_WIDTH{1'b0}};
            endcase
        end
    end
    always @(posedge s_axi_aclk) begin
        if (!s_axi_aresetn)
            s_axi_rresp <= 2'b00;
        else if (s_axi_arready && s_axi_arvalid)
            s_axi_rresp <= 2'b00;   
    end
endmodule
==> results_dict.tcl <==
# place-and-route summary
set metrics [dict create \
    worst-setup-path-type "input pin to flip-flop" \
    slew_violations 0 \
    hold_path.class "flip-flop to flip-flop" \
    yosys_warnings 1 \
    cts_resized 0 \
    drt_wl_total_mm 6.96 \
    finalPower_uw 792 \
    peakVddDrop_mv 0.122 \
    combinationalPowerShare 0.079 \
    synth-main-ff-cell "dfxtp_1" \
    viasPerCell 4.79 \
    dieArea_sq_um 8010 \
    startpoint_type "input pin" \
    status "complete, no violations" \
    setup_viol 0 \
    tool_warnings 73 \
    crit_arrival_ps 3180 \
    slew_headroom 0.525 \
    ys_seq_elements 77 \
    timing.final.hold_violations 0 \
    die_x_um 89.5 \
    cts_post_setup_buffers_inserted 0 \
    ys_cells 329 \
    cpPeakStageDelay_ps 570 \
    vias 2505 \
    p_leak_nw 1.58 \
    period_needed_ps 2910 \
    cpMaxStageDelayCell "nor4_4" \
    gp_congestion 0.761 \
    required_ps 7470 \
    p_seq_frac 0.540 \
    path_cells "clkdlybuf4s50_1 -> nor4_4 -> buf_4 -> nand4_1 -> a21boi_1" \
    core_sq_um 7330 \
    grt_max_degree 80 \
    grt_pass1_vias 2240 \
    numCtsBuffers 9 \
    drive_above_1_share 0.0613 \
    postSynthCellCount 329 \
    top_cells_by_area "dfxtp_1, nand2_1, mux2i_1" \
    cp_max_fo 24 \
    worst_pin_slew_ps 712 \
    synth_cell_types 22 \
    postSynthSeqShare 0.503 \
    grt_pass1_wl_mm 10.9 \
    min_period_over_period 0.404 \
    io_pins 156 \
    cap_violations 0 \
    first_pass_iters 5 \
    cts_tree "yes" \
    rsz0062_at_grt "false" \
    holdBufCountCts 0 \
    fp_util 0.418 \
    detail-route-antenna-nets 0 \
    setup-tns-final_ps 0 \
    netlist_area_sq_um 3060 \
    yosysTopAreaCell "dfxtp_1" \
    clk_latency_ps 340 \
    syn-mean-instance-area_sq_um 9.31 \
    max_freq_mhz 344 \
    port_buffers 103 \
    rows 31 \
    drc 0 \
    power.net_switching_uw 178 \
    drt_iter0_markers 104 \
    root_buffer "clkbuf_8" \
    dp_hpwl_mm 4.52 \
    clockBufferDepth 2 \
    swShare 0.225 \
    ys_chip_area_sq_um 3060 \
    grt_usage 0.183 \
    antenna_cells 0 \
    p_per_area_nw_per_um2 185 \
    edf_count 0 \
    p_clk_frac 0.381 \
    die_height_um 89.5 \
    p_int_uw 614 \
    wl_per_cell_um 13.3 \
    async_reset_ff_frac 0 \
    top_cell_area_share 0.503 \
    cts_sinks 77 \
    antenna_found_initial 0 \
    gr-total-overflow 0 \
    clkTransAtPathRegs_ps 80 \
    htree_levels 3 \
    finalClockSkew_ps 10.9 \
    area_growth_pct 39.7 \
    cp-end-kind "flip-flop" \
]
final cells by class:
class	count	area [sq um]
Clock buffer	12	165
Timing Repair Buffer	108	1060
Inverter	8	30.0
Tap cell	99	124
Fill cell	612	3050
Sequential cell	77	1540
Multi-Input combinational cell	216	1340
Clock inverter	3	20.0
sequential cells by signal, indices dropped and copies added, names as in the netlist:
signal	flops
s_axi_rdata	32
leds	8
s_axi_bvalid	1
s_axi_rvalid	1
s_axi_wready	1
s_axi_arready	1
reg_led	32
s_axi_awready	1
Yosys cell counts (2+ instances only):
master    instances
buf_4             4
buf_6             3
nor4_4            4
nand4_1          32
mux2i_1          32
a21boi_0          3
buf_1             2
dfxtp_1          77
nand2_1          98
nor2_1            3
and4_1            3
inv_1             8
and2_1            2
clkbuf_1         12
a21boi_1         30
buf_2            10
metal layers:
layer / wire length, um / track usage
met1: 3350 / 0.282
met3: 450 / 0.0459
met4: 66 / 0.0159
met5: 0 / 0
met2: 3100 / 0.279
through the flow:
stage,hold WS (ps),worst slack [ps],instances,utilization,instance area [sq um]
final,430,4290,523,0.584,4280
after CTS,433,4310,523,0.584,4280
after global placement,420,3950,508,0.559,4100
after global routing,457,4160,523,0.584,4280
after floorplan,384,4800,332,-,3070
after detailed placement,422,3940,508,0.559,4100
power by group through the flow:
stage | clock network, mW | logic [mW] | registers, mW
finish | 0.302 | 0.0625 | 0.427
global route | 0.333 | 0.0678 | 0.427
CTS | 0.314 | 0.0631 | 0.427
worst max-delay path, delay by kind of cell:
| family | cells | cell delay (ps) |
|---|---|---|
| compound gates | 1 | 190 |
| simple gates | 2 | 700 |
| buf+inv | 2 | 830 |
kinds of logic (layout without fill, tap and decap cells):
logic type / after synthesis / after routing / share of synthesized area
AND/OR/NAND/NOR: 146 / 146 / 0.243
flip-flops: 77 / 77 / 0.503
buffers and inverters: 39 / 131 / 0.0641
AND-OR/OR-AND: 34 / 34 / 0.0833
multiplexers: 32 / 32 / 0.105
other: 1 / 4 / 0.00122
placed cells by master (no fill, tap or decap), types with 2 or more instances in the layout:
| cell | instances |
|---|---|
| a21boi_0 | 3 |
| a21boi_1 | 30 |
| and2_1 | 2 |
| and4_1 | 3 |
| buf_4 | 5 |
| clkbuf_8 | 12 |
| clkdlybuf4s50_1 | 102 |
| clkinvlp_4 | 2 |
| conb_1 | 4 |
| dfxtp_1 | 77 |
| inv_1 | 8 |
| mux2i_1 | 32 |
| nand2_1 | 98 |
| nand4_1 | 32 |
| nor2_1 | 3 |
| nor4_4 | 4 |
worst paths after layout:
check | slack [ps] | to | start | cells after the start
worst max-delay path | 4290 | s_axi_rdata[17] | s_axi_araddr[7] | 5
worst min-delay path | 430 | s_axi_wready | s_axi_wready | 1
worst max register to register | 5600 | s_axi_rdata[15] | s_axi_arready | 4
worst min register to register | 430 | s_axi_wready | s_axi_wready | 1
Power is estimated from default activity; no workload was simulated.
