==> /design/flow/design.v <==
module axi4s_incrementer #
(
    parameter AXIS_DATA_WIDTH = 32
)
(
    input  wire                clk,
    input  wire                rst_n,      
    output reg  [31:0]         m_axis_tdata,
    output reg                 m_axis_tvalid,
    input  wire                m_axis_tready,
    output reg  [3:0]          m_axis_tstrb,
    output reg  [3:0]          m_axis_tkeep,
    output reg                 m_axis_tlast,
    output reg  [7:0]          m_axis_tid,
    input  wire [7:0]          s_axi_awaddr,
    input  wire                s_axi_awvalid,
    output reg                 s_axi_awready,
    input  wire [31:0]         s_axi_wdata,
    input  wire [3:0]          s_axi_wstrb,
    input  wire                s_axi_wvalid,
    output reg                 s_axi_wready,
    output reg  [1:0]          s_axi_bresp,
    output reg                 s_axi_bvalid,
    input  wire                s_axi_bready,
    input  wire [7:0]          s_axi_araddr,
    input  wire                s_axi_arvalid,
    output reg                 s_axi_arready,
    output reg  [31:0]         s_axi_rdata,
    output reg  [1:0]          s_axi_rresp,
    output reg                 s_axi_rvalid,
    input  wire                s_axi_rready
);
reg [31:0] reg_init_value;       
reg [31:0] reg_data_size;        
reg [31:0] counter;              
reg        busy;                 
reg        start;                
wire write_fire  = s_axi_awvalid & s_axi_wvalid & s_axi_awready & s_axi_wready;
wire read_fire   = s_axi_arvalid & s_axi_arready;
always @(posedge clk or negedge rst_n) begin
    if (!rst_n) s_axi_awready <= 0;
    else        s_axi_awready <= (!s_axi_awready && s_axi_awvalid && s_axi_wvalid);
end
always @(posedge clk or negedge rst_n) begin
    if (!rst_n) s_axi_wready <= 0;
    else        s_axi_wready <= (!s_axi_wready && s_axi_awvalid && s_axi_wvalid);
end
always @(posedge clk or negedge rst_n) begin
    if (!rst_n) s_axi_bvalid <= 0;
    else if (write_fire)     s_axi_bvalid <= 1;
    else if (s_axi_bready)   s_axi_bvalid <= 0;
end
always @(posedge clk or negedge rst_n) begin
    if (!rst_n)              s_axi_bresp <= 2'b00;
    else if (write_fire)     s_axi_bresp <= 2'b00;
end
always @(posedge clk or negedge rst_n) begin
    if (!rst_n) reg_init_value <= 32'd0;
    else if (write_fire && s_axi_awaddr[7:2] == 6'h00)
        reg_init_value <= s_axi_wdata;
end
always @(posedge clk or negedge rst_n) begin
    if (!rst_n) reg_data_size <= 32'd0;
    else if (write_fire && s_axi_awaddr[7:2] == 6'h01)
        reg_data_size <= s_axi_wdata;
end
always @(posedge clk or negedge rst_n) begin
    if (!rst_n) start <= 0;
    else if (write_fire && s_axi_awaddr[7:2] == 6'h02)
        start <= 1;
    else
        start <= 0;
end
always @(posedge clk or negedge rst_n) begin
    if (!rst_n) s_axi_arready <= 0;
    else        s_axi_arready <= (!s_axi_arready && s_axi_arvalid);
end
always @(posedge clk or negedge rst_n) begin
    if (!rst_n) s_axi_rvalid <= 0;
    else if (read_fire)      s_axi_rvalid <= 1;
    else if (s_axi_rready)   s_axi_rvalid <= 0;
end
always @(posedge clk or negedge rst_n) begin
    if (!rst_n)              s_axi_rresp <= 2'b00;
    else if (read_fire)      s_axi_rresp <= 2'b00;
end
always @(posedge clk or negedge rst_n) begin
    if (!rst_n) s_axi_rdata <= 32'd0;
    else if (read_fire) begin
        case (s_axi_araddr[7:2])
            6'h00: s_axi_rdata <= reg_init_value;
            6'h01: s_axi_rdata <= reg_data_size;
            6'h02: s_axi_rdata <= {31'd0, busy};
            default: s_axi_rdata <= 32'd0;
        endcase
    end
end
always @(posedge clk or negedge rst_n) begin
    if (!rst_n) busy <= 0;
    else if (start) busy <= 1;
    else if (m_axis_tvalid && m_axis_tready && (counter == reg_data_size - 1))
        busy <= 0;
end
always @(posedge clk or negedge rst_n) begin
    if (!rst_n) counter <= 32'd0;
    else if (start) counter <= 32'd0;
    else if (m_axis_tvalid && m_axis_tready && busy)
        counter <= counter + 1;
end
always @(posedge clk or negedge rst_n) begin
    if (!rst_n) m_axis_tvalid <= 0;
    else if (start && reg_data_size != 0) m_axis_tvalid <= 1;
    else if (m_axis_tvalid && m_axis_tready && (counter == reg_data_size - 1))
        m_axis_tvalid <= 0;
end
always @(posedge clk or negedge rst_n) begin
    if (!rst_n) m_axis_tdata <= 32'd0;
    else if (start) m_axis_tdata <= reg_init_value;
    else if (m_axis_tvalid && m_axis_tready)
        m_axis_tdata <= m_axis_tdata + 1;
end
always @(posedge clk or negedge rst_n) begin
    if (!rst_n) m_axis_tlast <= 0;
    else if (m_axis_tvalid && m_axis_tready && (counter == reg_data_size - 1))
        m_axis_tlast <= 1;
    else if (m_axis_tready)
        m_axis_tlast <= 0;
end
always @(posedge clk or negedge rst_n)
    if (!rst_n) m_axis_tstrb <= 4'hF; else m_axis_tstrb <= 4'hF;
always @(posedge clk or negedge rst_n)
    if (!rst_n) m_axis_tkeep <= 4'hF; else m_axis_tkeep <= 4'hF;
always @(posedge clk or negedge rst_n)
    if (!rst_n) m_axis_tid <= 8'h00; else m_axis_tid <= 8'h00;
endmodule
==> /design/flow/run.sh <==
#!/bin/bash
# OpenROAD 26Q1-2900-gdf79404cd8, Yosys 0.63+post, stock flow scripts
make -C /OpenROAD-flow-scripts/flow DESIGN_CONFIG=/design/flow/config.mk WORK_HOME=/design/flow/orfs finish
==> /design/flow/config.mk <==
export PLATFORM = sky130hd
export DESIGN_NAME = axi4s_incrementer
export DESIGN_NICKNAME = axi4s_incrementer
export VERILOG_FILES = /design/flow/design.v
export SDC_FILE = /design/flow/constraint.sdc
export NUM_CORES = 4
export LEC_CHECK = 1
export CORE_UTILIZATION = 50
==> /design/flow/constraint.sdc <==
current_design axi4s_incrementer

set clk_period 9.3
set clk_io_pct 0.2

create_clock -name clk0 -period $clk_period [get_ports {clk}]

set non_clock_inputs [all_inputs -no_clocks]
set_input_delay [expr $clk_period * $clk_io_pct] -clock clk0 $non_clock_inputs
set_output_delay [expr $clk_period * $clk_io_pct] -clock clk0 [all_outputs]
==> results.py <==
# Metrics from the implementation run
metrics = {
    "run_status": {
        "run_status": "completed",
    },
    "place": {
        "hpwl_um": 16100,
        "portBuffers": 122,
        "dp.cells": 1195,
        "placed_area_mm2": 0.0102,
        "gp_congestion": 0.910,
    },
    "pwr": {
        "comb_power_share_pct": 11.0,
        "switching_share_pct": 24.7,
        "intPower_mw": 1.27,
        "power.switching_mw": 0.415,
        "clock_power_share_pct": 41.4,
        "leakagePower_nw": 4.62,
        "ir_worst_vdd_mv": 0.123,
        "power_frac_seq_pct": 47.6,
        "power.density_mw_per_mm2": 157,
    },
    "timing": {
        "post-route-min-period_ns": 4.43,
        "worst_slew_pin_slew_ns": 0.776,
        "drv_slew": 0,
        "post-route-period-util_pct": 47.6,
        "fin_hold_ws_ns": 0.453,
        "finalClockSkew_ns": 0.00716,
        "timing.slew.headroom_pct": 47.8,
        "final-setup-viol-count": 0,
        "final_hold_viol_count": 0,
        "setup_tns_ns": 0,
        "rsz0062_at_grt": "false",
        "fmax_mhz": 226,
    },
    "global_route": {
        "grt_pass1_wl_um": 36700,
        "grt_pass1_vias": 6763,
        "gr-total-overflow": 0,
        "antenna_found_initial": 0,
        "grtUsageTotal_pct": 27.3,
        "grt_max_degree": 68,
    },
    "logic_synthesis": {
        "yosysTopAreaCellShare_pct": 48.0,
        "netlist_logic_family_top": "simple AND/OR/NAND/NOR gates",
        "yosys_warnings": 1,
        "yosys_area_mm2": 0.00882,
        "synth_area_mm2": 0.00882,
        "ys_sh_simple_pct": 18.0,
        "synth-edff-count": 0,
        "largest_area_cell": "dfrtp_1",
        "synthXorXnorAreaFrac_pct": 9.53,
        "mux_share_pct": 11.4,
        "netlist_instances": 885,
        "synth_top_flop_cell": "dfrtp_1",
        "yosys.stat.seqShare_pct": 48.0,
        "ys_seq_elements": 169,
        "adder_share_pct": 0.426,
        "avgSynthCellArea_um2": 9.97,
        "ys_cells": 885,
        "compound_area_share_pct": 8.24,
        "area_leaders": "dfrtp_1 (48%), mux2_2 (7.4%), xor2_1 (5.0%)",
        "synth_cell_types": 57,
        "ys_async_sr_fraction_pct": 100,
    },
    "drt": {
        "totalWireLength_um": 22700,
        "antenna_left": 0,
        "dr_wl_met3_um": 1430,
        "highest_layer": "met4",
        "vias": 6918,
        "wl_per_cell_um": 18.5,
        "m1WireLength_um": 9980,
        "routed_via_density": 5.64,
        "dr.pass1.iters": 4,
        "drc_errors": 0,
        "met2WireLength_um": 10700,
        "dr.first_iter.drc_count": 441,
        "num_antenna_cells": 0,
    },
    "worst_setup_path": {
        "crit_fanout": 6,
        "slowest_delay_ns": 0.57,
        "worst_setup_path_end_kind": "register",
        "crit_required_ns": 9.61,
        "crit_path_start_kind": "input pin",
        "cp.depth": 9,
        "r2r_cells": 10,
        "path_cells": "clkdlybuf4s50_1, and2_1, nand3_1, nor4_1, nand4b_1, a2111oi_0, nand3_1, or4_4, a21o_1",
        "crit_buf_inv": 1,
        "arrival_ns": 4.74,
        "crit_slowest_cell": "or4_4",
        "critPathTopFamily": "simple AND/OR/NAND/NOR gates",
        "cp_common_cell": "nand3_1",
        "worstSetupPathType": "input pin to register",
    },
    "clock_network": {
        "post_cts_resize_count": 0,
        "cts-root-buf": "clkbuf_16",
        "post-cts-setup-buffers": 0,
        "clock-sinks": 169,
        "clkTransAtPathRegs_ns": 0.07,
        "cts_buffers": 17,
        "insertion_delay_ns": 0.42,
        "htree_levels": 4,
        "ctsHoldBuffers": 0,
        "cts_tree": "built",
        "cts.path.max_buffers": 2,
    },
    "worst_hold_path": {
        "hold_depth": 1,
        "hp-class": "register to register",
    },
    "final_layout": {
        "regArea_mm2": 0.00423,
        "logic_area_mm2": 0.00428,
        "nFillCells": 1358,
        "area_delta_synth_final_pct": 21.7,
        "final_cells": 1227,
        "layout-drive-gt1-share_pct": 11.3,
        "fin_area_mm2": 0.0107,
    },
    "floorplanning": {
        "floorplan.core_util_pct": 51.2,
        "num_io_pins": 151,
        "core_mm2": 0.0172,
        "die_h_um": 135,
        "rows": 48,
        "dieWidth_um": 135,
        "chipArea_mm2": 0.0182,
    },
    "run": {
        "tool_warnings": 34,
        "maxCapViolCount": 0,
    },
}
-- cell families (layout without fill, tap and decap cells) --
| kind of cell | Yosys count | count (layout) |
|---|---|---|
| buffers and inverters | 82 | 181 |
| adders and majority gates | 3 | 3 |
| and+or+nand+nor | 318 | 318 |
| AOI/OAI and AO/OA | 122 | 122 |
| muxes | 93 | 93 |
| xor gates and xnor gates | 96 | 96 |
| other | 2 | 20 |
| DFF | 169 | 169 |
-- layout make-up --
type	count	share of cell area [%]
Tap cell	225	2.62
Clock buffer	19	4.03
Multi-Input combinational cell	652	39.9
Inverter	17	0.595
Clock inverter	13	1.38
Timing Repair Buffer	132	12.0
Sequential cell	169	39.4
-- worst paths after layout --
kind | start | to | slack (ns)
hold reg to reg | s_axi_arready$_DFF_PN0_ | s_axi_arready$_DFF_PN0_ | 0.45
hold / removal | s_axi_arready$_DFF_PN0_ | s_axi_arready$_DFF_PN0_ | 0.45
setup reg to reg | reg_data_size[0]$_DFFE_PN0P_ | busy$_DFFE_PN0P_ | 5.58
setup / recovery | m_axis_tready | busy$_DFFE_PN0P_ | 4.87
max in group asynchronous | rst_n | s_axi_rdata[25]$_DFFE_PN0P_ | 6.12
min in group asynchronous | rst_n | s_axi_rdata[9]$_DFFE_PN0P_ | 1.39
-- placed cells by master, fill, tap and decap left out, drive strengths merged, types with 3 or more instances in the layout --
cell type        n
or3             10
buf             12
a31oi            4
a2111oi          3
a21oi            9
clkinv           7
nor4            15
o211ai           3
nand2          111
clkdlybuf4s50  120
and2             6
clkbuf          19
dfrtp          169
nor3            25
nand3           32
nor3b            4
a211oi           4
o21ai           76
and4             3
o31ai            4
mux2i           35
conb            20
ha               3
xnor2           46
nand2b           7
xor2            50
or4              7
inv             19
o22ai            3
and3            16
nand4           20
mux2            58
nor2            56
-- Yosys cell counts, types with 6 or more instances --
master,n
a21oi_1,9
and2_1,6
and3_1,16
buf_4,20
clkbuf_1,40
dfrtp_1,169
inv_1,17
mux2_2,58
mux2i_1,35
nand2_1,111
nand2b_1,7
nand3_1,32
nand4_1,20
nor2_1,56
nor3_1,22
nor4_1,13
o21ai_0,75
or3_1,10
xnor2_1,46
xor2_1,50
-- metrics by stage --
| step | util [%] | setup WS, ns | total power [mW] |
|---|---|---|---|
| global route | 62.3 | 4.74 | 1.75 |
| finish | 62.3 | 4.87 | 1.68 |
| detailed placement | 58.9 | 4.44 | 0.997 |
| floorplan | - | 5.18 | 0.883 |
| global placement | 58.9 | 4.46 | 0.995 |
| CTS | 62.3 | 4.86 | 1.70 |
-- power groups by stage --
| stage | Clock [mW] | Combinational (mW) | Sequential [mW] |
|---|---|---|---|
| after CTS | 0.709 | 0.186 | 0.800 |
| after global routing | 0.739 | 0.206 | 0.805 |
| final | 0.695 | 0.185 | 0.800 |
-- sequential cells by signal (all words and copies together) (netlist names), 32 cells and up --
name / flops
m_axis_tdata: 32
reg_data_size: 32
reg_init_value: 32
counter: 32
s_axi_rdata: 32
-- routing by layer --
| layer | vias to the layer above | track usage [%] |
|---|---|---|
| met5 | - | 0 |
| met4 | 0 | 6.37 |
| met3 | 31 | 6.13 |
| met2 | 199 | 42.1 |
| met1 | 3425 | 41.3 |
| li1 | 3263 | - |
Power is estimated from default activity; no workload was simulated.
